--- run.sh ---
#!/bin/bash
# OpenROAD 26Q1-2900-gdf79404cd8, Yosys 0.63+post, stock flow scripts
make -C /OpenROAD-flow-scripts/flow DESIGN_CONFIG=/design/flow/config.mk WORK_HOME=/design/flow/orfs finish
--- config.mk ---
export PLATFORM = sky130hd
export DESIGN_NAME = asteroid08
export DESIGN_NICKNAME = asteroid08
export VERILOG_FILES = /design/flow/design.v
export SDC_FILE = /design/flow/constraint.sdc
export NUM_CORES = 4
export LEC_CHECK = 1
export CORE_UTILIZATION = 40
--- constraint.sdc ---
current_design asteroid08

set clk_period 7.7
set clk_io_pct 0.2

create_clock -name clk0 -period $clk_period [get_ports {clock}]

set non_clock_inputs [all_inputs -no_clocks]
set_input_delay [expr $clk_period * $clk_io_pct] -clock clk0 $non_clock_inputs
set_output_delay [expr $clk_period * $clk_io_pct] -clock clk0 [all_outputs]
--- design.v ---
module asteroid01(clock, reset, asteroid_state, asteroid_x, asteroid_y);
	input clock, reset;
	input asteroid_state;
	output reg [159:0] asteroid_x;
	output reg [119:0] asteroid_y;
	localparam up = 4'b0100, right = 4'b0010, down = 4'b0011, left = 4'b0001;
	always @(posedge clock)
	begin
		if (asteroid_x == 0 || asteroid_y == 0) begin
			asteroid_x[23] = 1'b1;
			asteroid_y[119] = 1'b1;		
		end
		if (reset == 1 || asteroid_state == 0) begin
			asteroid_x = 1'b0;
			asteroid_y = 1'b0;
		end else asteroid_y = asteroid_y >> 1;  
	end	
endmodule
module asteroid02(clock, reset, asteroid_state, asteroid_x, asteroid_y);
	input clock, reset;
	input asteroid_state;
	output reg [159:0] asteroid_x;
	output reg [119:0] asteroid_y; 
	localparam up = 4'b0100, right = 4'b0010, down = 4'b0011, left = 4'b0001;
	always @(posedge clock)
	begin
		if (asteroid_x == 0 || asteroid_y == 0) begin
			asteroid_x[69] = 1'b1;
			asteroid_y[119] = 1'b1;
		end
		if (reset == 1 || asteroid_state == 0) begin
			asteroid_x = 1'b0;
			asteroid_y = 1'b0;
		end else asteroid_y = asteroid_y >> 1;  
	end	
endmodule
module asteroid03(clock, reset, asteroid_state, asteroid_x, asteroid_y);
	input clock, reset;
	input asteroid_state;
	output reg [159:0] asteroid_x;
	output reg [119:0] asteroid_y; 
	localparam up = 4'b0100, right = 4'b0010, down = 4'b0011, left = 4'b0001;
	always @(posedge clock)
	begin
		if (asteroid_x == 0 || asteroid_y == 0) begin
			asteroid_x[115] = 1'b1;
			asteroid_y[119] = 1'b1;
		end
		if (reset == 1 || asteroid_state == 0) begin
			asteroid_x = 1'b0;
			asteroid_y = 1'b0;
		end else asteroid_y = asteroid_y >> 1;  
	end	
endmodule
module asteroid04(clock, reset, asteroid_state, asteroid_x, asteroid_y);
	input clock, reset;
	input asteroid_state;
	output reg [159:0] asteroid_x;
	output reg [119:0] asteroid_y; 
	localparam up = 4'b0100, right = 4'b0010, down = 4'b0011, left = 4'b0001;
	always @(posedge clock)
	begin
		if (asteroid_x == 0 || asteroid_y == 0) begin
			asteroid_x[0] = 1'b1;
			asteroid_y[40] = 1'b1;
		end
		if (reset == 1 || asteroid_state == 0) begin
			asteroid_x = 1'b0;
			asteroid_y = 1'b0;
		end else asteroid_x = asteroid_x << 1;  
	end	
endmodule
module asteroid05(clock, reset, asteroid_state, asteroid_x, asteroid_y);
	input clock, reset;
	input asteroid_state;
	output reg [159:0] asteroid_x;
	output reg [119:0] asteroid_y; 
	localparam up = 4'b0100, right = 4'b0010, down = 4'b0011, left = 4'b0001;
	always @(posedge clock)
	begin
		if (asteroid_x == 0 || asteroid_y == 0) begin
			asteroid_x[138] = 1'b1;
			asteroid_y[0] = 1'b1;
		end
		if (reset == 1 || asteroid_state == 0) begin
			asteroid_x = 1'b0;
			asteroid_y = 1'b0;
		end else asteroid_y = asteroid_y << 1;  
	end	
endmodule
module asteroid06(clock, reset, asteroid_state, asteroid_x, asteroid_y);
	input clock, reset;
	input asteroid_state;
	output reg [159:0] asteroid_x;
	output reg [119:0] asteroid_y; 
	localparam up = 4'b0100, right = 4'b0010, down = 4'b0011, left = 4'b0001;
	always @(posedge clock)
	begin
		if (asteroid_x == 0 || asteroid_y == 0) begin
			asteroid_x[92] = 1'b1;
			asteroid_y[0] = 1'b1;
		end
		if (reset == 1 || asteroid_state == 0) begin
			asteroid_x = 1'b0;
			asteroid_y = 1'b0;
		end else asteroid_y = asteroid_y << 1;  
	end	
endmodule
module asteroid07(clock, reset, asteroid_state, asteroid_x, asteroid_y);
	input clock, reset;
	input asteroid_state;
	output reg [159:0] asteroid_x;
	output reg [119:0] asteroid_y; 
	localparam up = 4'b0100, right = 4'b0010, down = 4'b0011, left = 4'b0001;
	always @(posedge clock)
	begin
		if (asteroid_x == 0 || asteroid_y == 0) begin
			asteroid_x[46] = 1'b1;
			asteroid_y[0] = 1'b1;
		end
		if (reset == 1 || asteroid_state == 0) begin
			asteroid_x = 1'b0;
			asteroid_y = 1'b0;
		end else asteroid_y = asteroid_y << 1;  
	end	
endmodule
module asteroid08(clock, reset, asteroid_state, asteroid_x, asteroid_y);
	input clock, reset;
	input asteroid_state;
	output reg [159:0] asteroid_x;
	output reg [119:0] asteroid_y; 
	localparam up = 4'b0100, right = 4'b0010, down = 4'b0011, left = 4'b0001;
	always @(posedge clock)
	begin
		if (asteroid_x == 0 || asteroid_y == 0) begin
			asteroid_x[159] = 1'b1;
			asteroid_y[80] = 1'b1;
		end
		if (reset == 1 || asteroid_state == 0) begin
			asteroid_x = 1'b0;
			asteroid_y = 1'b0;
		end else asteroid_x = asteroid_x >> 1;  
	end	
endmodule
==> impl_metrics.json <==
{
  "p_switching_uw": 325,
  "rr_worst_depth": 4,
  "grt_first_pass_wirelength_mm": 18.1,
  "yosys_area_sq_mm": 0.00553,
  "r2r_start": "asteroid_x[43]$_SDFF_PP0_",
  "path_class": "primary input to flop",
  "cts_resized": 0,
  "finalHoldViolations": 0,
  "hp-start": "asteroid_x[34]$_SDFF_PP0_",
  "synthCells": 514,
  "tool_warnings": 27,
  "fin_crit_ns": 3.56,
  "clk_latency_ns": 0.41,
  "worst_slack_ns": 4.14,
  "antenna_found_initial": 0,
  "cts_setup_buffers": 0,
  "cp.required_ns": 8.03,
  "min_path_type": "flop to flop",
  "p_sw_frac": 0.191,
  "final_layout_top_logic_cells": "clkdlybuf4s50_1, dfxtp_1, and2_1",
  "r2r_slack_ns": 5.77,
  "critPathArrivalTime_ns": 3.89,
  "ant_nets": 0,
  "initial_core_util": 0.414,
  "htreeDepth": 4,
  "maxSlewViolCount": 0,
  "ys_seq_frac": 0.579,
  "outcome": "completed",
  "drc": 0,
  "drtIter0Drc": 192,
  "yosys-stat-cells": 514,
  "viasPerCell": 4.14,
  "setup_tns_ns": 0,
  "numClockSinks": 160,
  "synth_cell_types": 17,
  "timing.slew.headroom": 0.499,
  "peakVddDrop_mv": 0.144,
  "crit_path_end_kind": "flop",
  "crit_start": "asteroid_state",
  "grt_pass1_vias": 3295,
  "path_clk_slew_ns": 0.06,
  "overflow": 0,
  "ys.flops": 160,
  "core_area_sq_mm": 0.0133,
  "cellLeakagePower_uw": 0.00316,
  "whs_endpoint": "asteroid_x[33]$_SDFF_PP0_",
  "finClkSkew_ns": 0.00379,
  "vias": 3586,
  "rsz0062_at_grt": "no",
  "synth_area_per_cell_sq_um": 10.8,
  "ys.warnings.count": 1,
  "tightest_slew_ns": 0.752,
  "rows": 42,
  "cts_buffers": 17,
  "clkPwrFrac": 0.501,
  "wl_mm": 12.2,
  "dieHeight_microns": 120,
  "cts-root-buf": "clkbuf_16",
  "grt_usage": 0.171,
  "grt_max_degree": 101,
  "die_width_microns": 120,
  "max_freq_mhz": 281,
  "hpwl_mm": 8.78,
  "synth_area_sq_mm": 0.00553,
  "finalSetupViolations": 0,
  "power_frac_comb": 0.010,
  "holdBufCountCts": 0,
  "hold_depth": 1,
  "cts_tree": "built",
  "syn2layout_area_growth_pct": 35.4,
  "period_used_share": 0.462,
  "dp_slack_ns": 3.70,
  "fin_cells": 866,
  "first_pass_iters": 4,
  "portBuffers": 162,
  "die_area_sq_mm": 0.0143,
  "start_kind": "primary input",
  "cts.path.max_buffers": 2,
  "antenna-diode-count": 0,
  "seqPwrFrac": 0.488,
  "final_common_cell": "clkdlybuf4s50_1",
  "drive_above_1_share": 0.0536,
  "reg2reg_to": "asteroid_x[158]$_SDFF_PP0_",
  "cap_violations": 0,
  "internal_power_uw": 1370,
  "ios": 283,
  "wire_per_inst_microns": 14.1,
  "place.gp.congestion": 0.876,
  "worstPathMaxFanout": 100,
  "powerDensity_mw_per_mm2": 227,
  "placed_cells": 835
}
## per-layer routing
layer / vias up / wire, microns / share of wire / track usage
li1: 1752 / - / - / -
met1: 1642 / 5870 / 0.48 / 0.273
met2: 182 / 5240 / 0.43 / 0.240
met3: 10 / 969 / 0.079 / 0.0558
met4: 0 / 112 / 0.0092 / 0.0219
met5: - / 0 / 0 / 0
## flip-flops by register name, summed over array words and instances, names as in the netlist
register,cells
asteroid_x,159
asteroid_y,1
## cell usage after synthesis
cell / number / area share
dfxtp_1: 160 / 0.58
and2_1: 157 / 0.18
buf_4: 120 / 0.16
nor4_1: 38 / 0.043
clkbuf_1: 18 / 0.012
nand4_1: 9 / 0.010
or4_1: 2 / 0.0027
and2_2: 1 / 0.0014
conb_1: 1 / 0.00068
nand2_1: 1 / 0.00068
nand2b_1: 1 / 0.0011
nand3_1: 1 / 0.00090
nor2b_1: 1 / 0.0011
nor3_1: 1 / 0.00090
nor4_2: 1 / 0.0023
o31ai_2: 1 / 0.0023
or3_1: 1 / 0.0011
## power groups by stage
| stage | logic [uW] | registers [uW] | clock network (uW) |
|---|---|---|---|
| CTS | 18.3 | 830 | 869 |
| global route | 22.0 | 829 | 906 |
| finish | 17.5 | 830 | 852 |
## through the flow
step / power (uW) / hold WS (ns) / cell area, sq um / util
2_1_floorplan: 901 / 0.430 / 5980 / -
3_3_place_gp: 867 / 0.467 / 6870 / 0.515
3_5_place_dp: 866 / 0.465 / 6870 / 0.515
4_1_cts: 1720 / 0.485 / 7490 / 0.561
5_1_grt: 1760 / 0.497 / 7490 / 0.561
6_report: 1700 / 0.480 / 7490 / 0.561
## worst max-delay path, stage by stage
cell and delay [ns]:
clkdlybuf4s50_1 0.46, nor2b_4 0.12, buf_4 0.41, buf_4 0.69, nand2_1 0.08, or3_1 0.34, o31ai_2 0.21
## how the worst max path moves through the flow
| stage | endpoint | slack, ns | cells past startpoint |
|---|---|---|---|
| 4_1_cts | asteroid_x[158]$_SDFF_PP0_ | 4.15 | 7 |
| 6_report | asteroid_x[158]$_SDFF_PP0_ | 4.14 | 7 |
| 5_1_grt | asteroid_x[158]$_SDFF_PP0_ | 3.96 | 7 |
## area by class of cell
type / instances / area [sq um]
Clock buffer: 21 / 480
Clock inverter: 10 / 134
Fill cell: 1158 / 5860
Multi-Input combinational cell: 335 / 1810
Sequential cell: 160 / 3200
Tap cell: 176 / 220
Timing Repair Buffer: 164 / 1640
## cells by family (layout without fill, tap and decap cells)
| kind of cell | count (synthesis) | count (layout) | share of synthesized area |
|---|---|---|---|
| compound gates | 1 | 1 | 0.00226 |
| buf+inv | 138 | 195 | 0.175 |
| flops | 160 | 160 | 0.579 |
| other cells | 1 | 120 | 0.000678 |
| simple gates | 214 | 214 | 0.243 |
No activity file was given, so power comes from the tool's default toggle rates.
